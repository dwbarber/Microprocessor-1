File: design/flow/config.mk
export PLATFORM = sky130hd
export DESIGN_NAME = adder_subtractor
export DESIGN_NICKNAME = adder_subtractor
export VERILOG_FILES = /design/flow/design.v
export SDC_FILE = /design/flow/constraint.sdc
export NUM_CORES = 4
export LEC_CHECK = 1
export CORE_AREA = 10 10 70 70
export DIE_AREA = 0 0 80 80
File: design/flow/constraint.sdc
current_design adder_subtractor

set clk_period 3.7
set clk_io_pct 0.2

create_clock -name clk0 -period $clk_period

set non_clock_inputs [all_inputs -no_clocks]
set_input_delay [expr $clk_period * $clk_io_pct] -clock clk0 $non_clock_inputs
set_output_delay [expr $clk_period * $clk_io_pct] -clock clk0 [all_outputs]
File: design/flow/design.v
module adder_subtractor #(
    parameter WIDTH = 8
    )(
    input wire [WIDTH-1:0] in1,
    input wire [WIDTH-1:0] in2,
    input wire op,  
    output wire overflow,  
    output wire [WIDTH-1:0] out 
);
wire [WIDTH-1:0] b;
wire [WIDTH:0] carry;  
assign carry[0]=1'b0;
assign b = (op == 1'b0) ? in2 : ~in2;  
genvar i;
generate
    for(i=0; i<WIDTH; i=i+1) begin
        full_adder fa(carry[i], in1[i], b[i], out[i], carry[i+1]);
    end
endgenerate
assign overflow = carry[WIDTH] ^ carry[WIDTH-1];  
endmodule
module full_adder(
    input wire cin,
    input wire in1,
    input wire in2,
    output wire sum,
    output wire cout
);
assign sum = (
    (!cin & !in1 & in2) | 
    (!cin & in1 & !in2) |
    (cin & !in1 & !in2) |
    (cin & in1 & in2) );
assign cout = (
    (in1 & in2) | 
    (cin & in1) |
    (cin & in2) );
endmodule
File: design/flow/run.sh
#!/bin/bash
# OpenROAD 26Q1-2900-gdf79404cd8, Yosys 0.63+post, stock flow scripts
make -C /OpenROAD-flow-scripts/flow DESIGN_CONFIG=/design/flow/config.mk WORK_HOME=/design/flow/orfs finish
==> changes_impl.md <==
## Flow update

* IO Port Bufs at 26
* Top cells by count: xnor2_1 (12), buf_4 (10), nor2_1 (9)
* Global-route wire length before repair at 3240 um
* Core area at 3420 um^2
* Tcrit/Tclk final at 0.966
* Pre-antenna DRT Iters at 5
* Logic pwr share at 1.000
* Initial antenna violation count at 0
* Crit Path Max Fanout at 3
* Share of cells above drive strength 1 at 0.333
* Die Width at roughly 80 um
* Critical path endpoint category: primary output
* Tool Warnings at 33
* Worst setup SP type: input pin
* CLK BUF at 0
* Status: completed
* Final Hold Viols at 0
* Count leader, synth: xnor2_1
* Ys Warns at 0
* Worst-margin pin slew at 0.370 ns
* Pre-CTS setup slack at -0.553 ns
* Gr usage total at 0.0569
* # fillers at 369
* Placer's final routability congestion estimate at 0.840
* Yosys Chip Area at 702 um^2
* Maxcap violations at 0
* Syn avg cell area at 6.88 um^2
* Switching part of the total at 0.382
* WL final at 1870 um
* Setup TNS at 0 ns
* Critical Path RT at 2.96 ns
* Final cell count without fillers at roughly 180
* Total power after layout at approximately 0.19 mW
* N_diodes at 0
* Initial Util at 0.205
* Die Y at 80 um
* Initial DRC count at 35
* Gr ovfl total at 0
* Hold crit path type: input pin to primary output
* Die Area at ~6400 um^2
* WHS at between 2 and 2.5 ns
* Number of global-route vias before repair at 763
* Worst slew margin at 0.747
* Fmax at 280 MHz
* Synth cell types at 37
* Post-route DRC at 0
* DR WL/cell at 10.1 um
* Mapped cell area at 702 um^2
* Post-placement cell count at 182
* Num ports at 26
* Cell area power density at 164 nW/um^2
* Tmin final at ~3.6 ns
* CTS Hold Bufs at 0
* Post-DP Area at 1090 um^2
* Reg power frac at 0
* Final design utilization at 0.345
* Leakage power at between 0.4 and 0.5 nW
* Worst EP arrival at ~2.8 ns
* Registers at 0
* Via Count at a little under 800
* Syn-to-layout area delta at 68.1%
* Post-DP HPWL at 1570 um
* Top area contributor share at 0.150
* Final setup viols at 0
* RSZ-0062 raised after global routing: no
* Peak supply drop at around 0.044 mV
* Instance tally after logic synthesis at 102
* Slew Limit Fails at 0
* Register area at 0 um^2
* Dominant cell type by area after synthesis: xnor2_1
* P_int at ~0.12 mW
* Drt via density at about 4.3
* Post-synthesis sequential area ratio at 0
* # Cells Yosys at approximately 100
* Clock power frac at 0
* Post-route cell area at ~1200 um^2
* PnR worst setup slack at 0.125 ns
* Top cells, area: xnor2_1 (15%), buf_4 (11%), xor2_1 (10%), o21ai_0 (5.0%), nor2_1 (4.8%)
* Switching power at approximately 0.074 mW
* Crit Path Category: input pin to primary output
* Largest net degree at the start of global routing at 22
* Final antenna-violating net count at 0
* Cell Rows at 21
==> layout make-up <==
| class | instances | area [um^2] | share of cell area |
|---|---|---|---|
| inverter | 2 | 7.51 | 0.00636 |
| tap | 46 | 57.6 | 0.0488 |
| multi-input combinational | 86 | 681 | 0.577 |
| timing repair buffer | 50 | 434 | 0.368 |
==> layout by cell type (no fill, tap or decap), types with 2 or more instances in the layout <==
cell,instances
buf_4,23
clkdlybuf4s50_1,15
xnor2_1,11
nor2_1,8
xor2_1,7
nand2b_1,5
o21ai_0,5
nor2b_1,4
dlygate4sd2_1,4
dlymetal6s2s_1,4
nor3_1,3
xor2_2,2
a21oi_1,2
o21ai_2,2
o211ai_1,2
inv_1,2
nand3_1,2
nand4_1,2
o21ai_1,2
o22ai_1,2
a22oi_1,2
ha_2,2
clkbuf_2,2
==> logic make-up after synthesis <==
kind of cell               share of synthesized area
xor gates and xnor gates                       0.273
and+or+nand+nor                                0.271
adders and majority gates                     0.0356
buffers and inverters                          0.152
AOI/OAI and AO/OA                              0.269
==> power groups by stage <==
stage	Clock, mW	Sequential (mW)	Combinational [mW]
global route	0	0	0.215
finish	0	0	0.193
CTS	0	0	0.190
==> routing by layer <==
layer  global-route usage  wire length (um)  vias to the layer above
met2                0.104               946                       14
met3              0.00114                41                        0
met4                    0                 0                        0
met5                    0                 0                        -
li1                     -                 -                      429
met1               0.0762               879                      347
==> worst paths after layout <==
path | startpoint | endpoint | slack, ns | depth (start not counted)
max | op | out[6] | 0.12 | 10
min | in1[7] | overflow | 2.19 | 3
==> critical path: stages <==
cell	delay [ns]
clkbuf_2	0.11
xor2_2	0.17
ha_2	0.21
nor2b_4	0.16
o21ai_2	0.08
a32o_2	0.30
and3_4	0.14
or4_4	0.54
xnor2_2	0.14
dlygate4sd2_1	0.24
==> repair_timing <==
item / in CTS / in global routing
setup buffers: 2 / 0
resized: 23 / 15
endpoints found under the hold margin: 0 / 0
setup endpoints to repair: 6 / 4
pin swaps: 12 / 7
Power and IR drop assume default switching activity.
