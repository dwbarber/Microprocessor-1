==> /design/flow/design.v <==
module register #(
    parameter DATA_WIDTH=8
    )(
    input clk,
    input rst,
    input re,
    input we,
    input [DATA_WIDTH-1:0] in,
    output [7:0] Q
);
    always @(posedge clk or posedge rst) begin
        if (rst) begin
            Q <= {DATA_WIDTH{1'b0}};
        end else if (we) begin
            Q <= in;
        end
    end
endmodule
==> /design/flow/run.sh <==
#!/bin/bash
# OpenROAD 26Q1-2900-gdf79404cd8, Yosys 0.63+post, stock flow scripts
make -C /OpenROAD-flow-scripts/flow DESIGN_CONFIG=/design/flow/config.mk WORK_HOME=/design/flow/orfs finish
==> /design/flow/config.mk <==
export PLATFORM = sky130hd
export DESIGN_NAME = register
export DESIGN_NICKNAME = register
export VERILOG_FILES = /design/flow/design.v
export SDC_FILE = /design/flow/constraint.sdc
export NUM_CORES = 4
export LEC_CHECK = 1
export CORE_AREA = 10 10 70 70
export DIE_AREA = 0 0 80 80
==> /design/flow/constraint.sdc <==
current_design register

set clk_period 1.5
set clk_io_pct 0.2

create_clock -name clk0 -period $clk_period [get_ports {clk}]

set non_clock_inputs [all_inputs -no_clocks]
set_input_delay [expr $clk_period * $clk_io_pct] -clock clk0 $non_clock_inputs
set_output_delay [expr $clk_period * $clk_io_pct] -clock clk0 [all_outputs]
==> node_exporter_impl.prom <==
# HELP chip_impl_metric Implementation results
# TYPE chip_impl_metric gauge
chip_impl_metric{name="post-route-min-period",unit="ns"} 1.39
chip_impl_metric{name="cp_data_required_time",unit="ns"} 1.20
chip_impl_info{name="top_layer_used",value="met4"} 1
chip_impl_metric{name="synthesis.area_per_instance",unit="sq um"} 18.6
chip_impl_metric{name="max_slew_headroom",unit=""} 0.764
chip_impl_info{name="registers_with_the_highest_flip_flop_counts",value="Q (8)"} 1
chip_impl_metric{name="clk_pin_slew_worst_paths",unit="ns"} 0.06
chip_impl_metric{name="cts_post_setup_buffers_inserted",unit=""} 0
chip_impl_metric{name="first_global_vias",unit=""} 270
chip_impl_metric{name="die_width",unit="um"} 80
chip_impl_metric{name="cts_htree_levels",unit=""} 1
chip_impl_metric{name="detail_route.iter0.violations",unit=""} 7
chip_impl_metric{name="end_of_flow_core_utilization",unit=""} 0.179
chip_impl_metric{name="design.portCount",unit=""} 20
chip_impl_metric{name="die_y",unit="um"} 80
chip_impl_metric{name="worstMarginPinSlew",unit="ns"} 0.354
chip_impl_metric{name="synthesis.instances",unit=""} 18
chip_impl_metric{name="max-clock-path-buffers",unit=""} 2
chip_impl_metric{name="report.final.slew_viol_count",unit=""} 0
chip_impl_metric{name="syn_to_final_growth",unit="%"} 82.5
chip_impl_info{name="synthDominantAreaCellType",value="sky130_fd_sc_hd__dfrtp_1"} 1
chip_impl_metric{name="filler_cell_count",unit=""} 383
chip_impl_metric{name="globalplace.congestion",unit=""} 0.645
chip_impl_metric{name="edf_count",unit=""} 0
chip_impl_metric{name="port_buffers",unit=""} 18
chip_impl_metric{name="worst-r2r-cell-count",unit=""} 1
chip_impl_metric{name="hold_buffers",unit=""} 0
chip_impl_metric{name="area_share_of_the_leading_cell_type_in_the_synthesized_netlist",unit=""} 0.597
chip_impl_metric{name="vdd.ir_drop.worst",unit="mV"} 0.166
chip_impl_info{name="yosys-top-cells-area",value="sky130_fd_sc_hd__dfrtp_1 60%, sky130_fd_sc_hd__mux2_4 36%, sky130_fd_sc_hd__buf_6 3.4%"} 1
chip_impl_metric{name="share_clk_of_total_power",unit=""} 0.320
chip_impl_info{name="top_cells_by_count",value="8 x sky130_fd_sc_hd__dfrtp_1, 8 x sky130_fd_sc_hd__mux2_4, 1 x sky130_fd_sc_hd__buf_6, 1 x sky130_fd_sc_hd__inv_1"} 1
chip_impl_info{name="rsz_0062_raised_after_global_routing",value="no"} 1
chip_impl_metric{name="tool_warnings",unit=""} 26
chip_impl_metric{name="std_cell_rows",unit=""} 21
chip_impl_metric{name="yosys_cells",unit=""} 18
chip_impl_info{name="worst_r2r_startpoint",value="Q[3]"} 1
chip_impl_metric{name="yosys_area",unit="sq um"} 335
chip_impl_metric{name="post-route-drc-count",unit=""} 0
chip_impl_info{name="cpMaxStageDelayCell",value="sky130_fd_sc_hd__clkdlybuf4s50_1"} 1
chip_impl_metric{name="cts_made_buffers",unit=""} 3
chip_impl_metric{name="p_switching",unit="mW"} 0.117
chip_impl_metric{name="synth_area",unit="sq um"} 335
chip_impl_metric{name="drt-met1-wl",unit="um"} 415
chip_impl_metric{name="largest_register_ff_count",unit=""} 8
chip_impl_metric{name="track_usage",unit=""} 0.0289
chip_impl_metric{name="drt.antenna.violating_nets",unit=""} 0
chip_impl_metric{name="drt_pre_antenna_iters",unit=""} 2
chip_impl_metric{name="route.met3.wl",unit="um"} 70
chip_impl_metric{name="critPathMaxStageDelay",unit="ns"} 0.48
chip_impl_metric{name="power-per-cell-area",unit="mW/mm^2"} 885
chip_impl_metric{name="met2_routed_wl",unit="um"} 410
chip_impl_metric{name="yosys.stat.seqShare",unit=""} 0.597
chip_impl_metric{name="antennaDiodeCount",unit=""} 0
chip_impl_info{name="capturing_element_type_of_the_critical_path",value="output port"} 1
chip_impl_metric{name="leakagePower",unit="nW"} 0.263
chip_impl_metric{name="worstPathBufferInverterCount",unit=""} 1
chip_impl_metric{name="clock.fmax",unit="MHz"} 721
chip_impl_metric{name="synthArstFlopShare",unit=""} 1.00
chip_impl_metric{name="final_layout_size_suffix_gt1_frac",unit=""} 0.325
chip_impl_metric{name="antenna_found_initial",unit=""} 0
chip_impl_metric{name="coreArea",unit="sq mm"} 0.00342
chip_impl_metric{name="finClkSkew",unit="ns"} 0
chip_impl_metric{name="setup_viol_count_final",unit=""} 0
chip_impl_metric{name="numSynthFlops",unit=""} 8
chip_impl_info{name="largest_register",value="Q"} 1
chip_impl_info{name="cts_root_buffer",value="sky130_fd_sc_hd__clkbuf_4"} 1
chip_impl_metric{name="wire_length_of_the_first_global_routing_pass",unit="mm"} 1.45
chip_impl_metric{name="grt_start_max_net_pins",unit=""} 9
chip_impl_info{name="crit-reg2reg-capture",value="Q[3]"} 1
chip_impl_metric{name="combinationalPowerShare",unit=""} 0.219
chip_impl_metric{name="total_vias_in_the_final_route",unit=""} 229
chip_impl_metric{name="globalRoute.totalOverflow",unit=""} 0
chip_impl_info{name="holdCritPathClass",value="primary input to async pin"} 1
chip_impl_metric{name="ff2ff_setup_slack",unit="ns"} 0.74
chip_impl_metric{name="via_per_inst",unit=""} 2.66
chip_impl_info{name="cts_tree",value="yes"} 1
chip_impl_metric{name="insertion_delay",unit="ns"} 0.25
chip_impl_metric{name="floorplan.initialDensity",unit=""} 0.0982
chip_impl_metric{name="clock-sinks",unit=""} 8
chip_impl_info{name="status",value="finished, final reports clean"} 1
chip_impl_metric{name="timing.critical_path.arrival",unit="ns"} 1.09
chip_impl_metric{name="post_cts_resize_count",unit=""} 0
chip_impl_metric{name="dieArea",unit="sq mm"} 0.00640
chip_impl_metric{name="final.setup.tns",unit="ns"} 0
chip_impl_metric{name="yosysUniqueCellTypes",unit=""} 4
chip_impl_metric{name="yosysWarnings",unit=""} 3
chip_impl_info{name="critPathTopFamily",value="buffers and inverters"} 1
chip_impl_metric{name="layout_worst_path_cycle_share",unit=""} 0.925
chip_impl_metric{name="finalHoldViolCount",unit=""} 0
chip_impl_metric{name="p_seq_frac",unit=""} 0.461
chip_impl_metric{name="power_switching_share",unit=""} 0.215
chip_impl_metric{name="routed_wirelength",unit="um"} 934
chip_impl_metric{name="critPathMaxFanout",unit=""} 2
chip_impl_info{name="criticalPathCategory",value="flip-flop to output port"} 1
chip_impl_info{name="ys.flop_type",value="sky130_fd_sc_hd__dfrtp_1"} 1
chip_impl_info{name="critical_path_cell_sequence",value="clkdlybuf4s50_1"} 1
chip_impl_metric{name="wl_per_cell",unit="um"} 10.9
chip_impl_metric{name="internal_power",unit="mW"} 0.425
chip_impl_metric{name="maxCapViolCount",unit=""} 0
chip_impl_info{name="critPathLaunchType",value="flip-flop"} 1
layer usage:
| metal | global-route usage | vias to the layer above |
|---|---|---|
| met4 | 0.0158 | 0 |
| met1 | 0.0427 | 107 |
| met2 | 0.0353 | 11 |
| met5 | 0 | - |
| met3 | 0.00909 | 2 |
| li1 | - | 109 |
placed cells by master (no fill, tap or decap):
cell                              count
sky130_fd_sc_hd__mux2_4               8
sky130_fd_sc_hd__inv_1                1
sky130_fd_sc_hd__dfrtp_1              8
sky130_fd_sc_hd__buf_12               1
sky130_fd_sc_hd__clkdlybuf4s50_1     18
sky130_fd_sc_hd__clkbuf_4             3
sky130_fd_sc_hd__buf_4                1
worst max path at each step:
stage | from | end | cells past startpoint
CTS | Q[2] | Q[2] | 1
global route | Q[4] | Q[4] | 1
finish | Q[3] | Q[3] | 1
metrics by stage:
step           setup slack, ns  hold WS [ns]  instances  total power, mW  area, sq um
3_5_place_dp            0.0790         0.494         83            0.375          589
5_1_grt                 0.0413         0.362         86            0.579          612
3_3_place_gp             0.106         0.497         83            0.374          589
2_1_floorplan            0.658         0.116         18            0.291          335
6_report                 0.113         0.315         86            0.542          612
4_1_cts                 0.0823         0.315         86            0.570          612
power groups by stage:
| stage | Sequential, mW | Clock, mW | Combinational (mW) |
|---|---|---|---|
| after global routing | 0.252 | 0.199 | 0.128 |
| final | 0.250 | 0.173 | 0.119 |
| after CTS | 0.250 | 0.198 | 0.123 |
final cells by class:
| type | count | area, sq um | area share |
|---|---|---|---|
| flip-flops and latches | 8 | 200 | 0.327 |
| repair buffers | 20 | 208 | 0.339 |
| inverters | 1 | 3.75 | 0.00613 |
| multi-input cells | 8 | 120 | 0.196 |
| well taps | 46 | 57.6 | 0.0941 |
| clock buffers | 3 | 22.5 | 0.0368 |
kinds of logic after synthesis:
kind of cell | after synthesis | share of synthesized area
muxes | 8 | 0.358
buffers and inverters | 2 | 0.0448
DFF | 8 | 0.597
No activity file was given, so power comes from the tool's default toggle rates.
