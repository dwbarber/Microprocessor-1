==> flow/design.v <==
module four_in_mux #(
    parameter WIDTH = 8
)(
    input [WIDTH-1:0] sig1,
    input [WIDTH-1:0] sig2,
    input [WIDTH-1:0] sig3,
    input [WIDTH-1:0] sig4,
    input [1:0] sel,
    output [WIDTH-1:0] out
);
always@(*) begin
    case (sel) 
        2'b00: out <= sig0;
        2'b01: out <= sig1;
        2'b10: out <= sig2;
        2'b11: out <= sig3;
    endcase
end
endmodule
==> flow/run.sh <==
#!/bin/bash
# OpenROAD 26Q1-2900-gdf79404cd8, Yosys 0.63+post, stock flow scripts
make -C /OpenROAD-flow-scripts/flow DESIGN_CONFIG=/design/flow/config.mk WORK_HOME=/design/flow/orfs finish
==> flow/config.mk <==
export PLATFORM = sky130hd
export DESIGN_NAME = four_in_mux
export DESIGN_NICKNAME = four_in_mux
export VERILOG_FILES = /design/flow/design.v
export SDC_FILE = /design/flow/constraint.sdc
export NUM_CORES = 4
export LEC_CHECK = 1
export CORE_AREA = 10 10 70 70
export DIE_AREA = 0 0 80 80
==> flow/constraint.sdc <==
current_design four_in_mux

set clk_period 1.8
set clk_io_pct 0.2

create_clock -name clk0 -period $clk_period

set non_clock_inputs [all_inputs -no_clocks]
set_input_delay [expr $clk_period * $clk_io_pct] -clock clk0 $non_clock_inputs
set_output_delay [expr $clk_period * $clk_io_pct] -clock clk0 [all_outputs]
==> flow_metrics.env <==
# yosys + openroad results
export IMPL_finalMaxSlewViolations=0
export IMPL_area_growth_pct=232
export IMPL_p_leak_nw=0.301
export IMPL_fp_row_count=21
export IMPL_crit_required_ps=1440
export IMPL_clock_buffers=0
export IMPL_largest_area_cell="mux2_2"
export IMPL_min_from="sig1[7]"
export IMPL_ant_nets=0
export IMPL_period_needed_ps=1740
export IMPL_drive_gt1_share_pct=26.3
export IMPL_crit_arrival_ps=1380
export IMPL_io_pins=42
export IMPL_crit_start="sig3[3]"
export IMPL_rsz0062_at_grt="no"
export IMPL_gpl_final_weighted_congestion=0.827
export IMPL_nFillCells=384
export IMPL_drt_pass1_iterations=2
export IMPL_drc_errors=0
export IMPL_setup_viol=0
export IMPL_ys_top_cells_by_area="mux2_2 41%, a22o_1 37%, mux2_4 7.8%, buf_6 5.9%, buf_2 5.2%"
export IMPL_ys_cells=20
export IMPL_fp_util_pct=5.60
export IMPL_cp_top_family="buffers and inverters"
export IMPL_final_core_util_pct=18.6
export IMPL_vias_per_cell=3.05
export IMPL_relSlewSlack_pct=89.1
export IMPL_io_buffers=34
export IMPL_logic_area_sq_um=181
export IMPL_fmax_mhz=573
export IMPL_grt_pass1_vias=344
export IMPL_crit_type="primary input to output pin"
export IMPL_die_area_sq_um=6400
export IMPL_tool_warnings=40
export IMPL_crit_slowest_cell="clkdlybuf4s50_1"
export IMPL_postSynthCellCount=20
export IMPL_vdd_drop_max_mv=0.0554
export IMPL_outcome="finished clean"
export IMPL_path_cells="clkdlybuf4s50_1 > mux2_4 > a22o_1 > clkdlybuf4s15_1"
export IMPL_hold_viol_final=0
export IMPL_wl_per_cell_um=12.3
export IMPL_critical_path_buf_inv_count=2
export IMPL_grtUsageTotal_pct=3.49
export IMPL_yosysWarnings=7
export IMPL_insertedDiodeCount=0
export IMPL_top_area_share_pct=41.2
export IMPL_synth_chip_area_sq_um=191
export IMPL_avgSynthCellArea_sq_um=9.57
export IMPL_top_cell="a22o_1"
export IMPL_hp_class="primary input to output pin"
export IMPL_finalCritPeriodShare_pct=96.9
export IMPL_antenna_found_initial=0
export IMPL_synth_distinct_cells=6
export IMPL_die_h_um=80
export IMPL_cp_start_kind="primary input"
export IMPL_die_w_um=80
export IMPL_design_core_area_sq_um=3420
export IMPL_routed_wl_um=1260
export IMPL_power_w=0.000130
export IMPL_cp_depth=4
export IMPL_cp_max_fo=1
export IMPL_hpwl_um=1070
export IMPL_powerDensity_nw_per_um2=204
export IMPL_netlist_area_sq_um=191
export IMPL_synth_seq_share_pct=0
export IMPL_grt_overflow=0
export IMPL_grt_pass1_wl_um=1770
export IMPL_endpoint_kind="output pin"
export IMPL_worst_pin_slew_ps=163
export IMPL_regArea_sq_um=0
export IMPL_grt_max_degree=9
export IMPL_crit_path_end="out[3]"
export IMPL_critical_path_max_stage_delay_ps=400
export IMPL_postCtsHoldBufs=0
export IMPL_cap_violations=0
export IMPL_drtIter0Drc=1
export IMPL_seq_cells=0
export IMPL_top_cells_by_count="8 x a22o_1, 7 x mux2_2, 2 x buf_2"
export IMPL_vias=314
==> metal layers <==
layer | routed length [um] | GRT usage (%) | up-vias | part of all wire (%)
met5 | 0 | 0 | - | 0
met4 | 0 | 0 | 0 | 0
met3 | 232 | 2.27 | 0 | 18
met2 | 476 | 4.90 | 26 | 38
met1 | 553 | 4.61 | 132 | 44
li1 | - | - | 156 | -
==> logic make-up (layout without fill, tap and decap cells) <==
kind of cell / count (synthesis) / after routing / synth area share [%]
compound gates: 8 / 8 / 36.6
buf+inv: 3 / 40 / 11.1
mux: 8 / 8 / 49.0
simple gates: 1 / 1 / 3.27
==> worst min-delay path by stage <==
| stage | endpoint | slack, ps | cells after the start |
|---|---|---|---|
| CTS | out[2] | 1350 | 4 |
| finish | out[7] | 1230 | 4 |
| global route | out[7] | 1260 | 4 |
==> what timing repair did <==
action,4_1_cts,5_1_grt
gates resized,19,9
buffers inserted,1,0
pin swaps,2,1
endpoints found under the setup margin,8,4
gates cloned,0,0
==> where the power goes <==
group | switching (W) | internal [W]
Clock | 0 | 0
Combinational | 0.0000301 | 0.0000997
Sequential | 0 | 0
==> cells in the final DEF (no fill, tap or decap) <==
| master | n |
|---|---|
| clkdlybuf4s50_1 | 18 |
| a22o_1 | 8 |
| clkdlybuf4s15_1 | 6 |
| dlygate4sd2_1 | 5 |
| buf_4 | 5 |
| mux2_4 | 4 |
| mux2_2 | 4 |
| dlymetal6s2s_1 | 4 |
| nor2b_1 | 1 |
| buf_2 | 1 |
| buf_12 | 1 |
==> final cells by class <==
type	instances	share of cell area (%)
multi-input cells	17	28.5
well taps	46	9.06
repair buffers	40	62.4
==> metrics by stage <==
stage,instance area (sq um),hold WS [ps],std cells,TNS (ps),setup slack (ps)
finish,636,1230,103,0,55.2
floorplan,191,795,20,0,483
CTS,614,1350,103,0,3.32
global placement,618,1720,102,-4120,-527
detailed placement,618,1720,102,-4200,-538
global route,636,1260,103,0,11.2
==> worst min-delay path: stages <==
cell and delay (ps):
dlymetal6s2s_1 80, mux2_2 140, a22o_1 110, clkdlybuf4s15_1 170
Power figures rest on the tool's default switching activity, not on a simulated workload.
